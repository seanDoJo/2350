[design.v]
module GuessGame(clock, Reset, Ready, Iter, Digit3, Digit2, Digit1, Digit0);
	input clock, Reset, Ready, Iter;
	wire [3:0]R0, R1, R2, R3;
	output wire [1:7]Digit3, Digit2, Digit1, Digit0;
	reg [3:0] y, dig1En, dig2En, dig3En, dig4En;
	wire [3:0]G0, G1, G2, G3;
	reg [3:0] guesses;
	reg Ren, g1En, g2En, g3En, g4En, gclr;
	parameter init = 4'b0001, g1 = 4'b0010, g2 = 4'b0011, g3 = 4'b0100, g4 = 4'b0101, cmp= 4'b0110;
	parameter less = 4'b0111, sub = 4'b1000, win = 4'b1001, lose = 4'b1010;
	parameter num = 4'b0000, i = 4'b0001, H = 4'b0010, o = 4'b0011, L = 4'b0100, s = 4'b0101, e = 4'b0110, Ydisp = 4'b0111, A = 4'b1000, P = 4'b1001, Empty = 4'b1010;
	initial begin
		y <= init;
		Ren = 1;
		g1En = 0;
		g2En = 0;
		g3En = 0;
		g4En = 0;
		gclr = 0;
	end
	BCDcount random(clock, Ren, R3, R2, R1, R0);
	guessSet guess1(G0, g1En, Iter, gclr);
	guessSet guess2(G1, g2En, Iter, gclr);
	guessSet guess3(G2, g3En, Iter, gclr);
	guessSet guess4(G3, g4En, Iter, gclr);
	seg7 digit1(G0, Digit0, dig1En);
	seg7 digit2(G1, Digit1, dig2En);
	seg7 digit3(G2, Digit2, dig3En);
	seg7 digit4(G3, Digit3, dig4En);
	always @ (posedge Reset, posedge Ready)
	begin
		if (Reset)
		begin
			gclr = 0;
			y <= init;
			Ren <= 1;
		end
		else
			case(y)
				init:
					begin
						gclr = 1;
						guesses <= 9;
						dig1En <= Ydisp;
						dig2En <= A;
						dig3En <= L;
						dig4En <= P;
						y <= g1;
					end
				g1:
					begin
						g1En = 1;
						gclr = 0;
						Ren <= 0;
						dig1En <= num;
						dig2En <= num;
						dig3En <= num;
						dig4En <= num;
						y <= g2;
					end
				g2:
					begin
						g1En = 0;
						g2En = 1;
						y <= g3;
					end
				g3:
					begin
						g2En = 0;
						g3En = 1;
						y <= g4;
					end
				g4:
					begin
						g3En = 0;
						if (G0 == 4'b0000 && G1 == 4'b0000 && G2 == 4'b0000) g4En = 1;
						y <= cmp;
					end
				cmp:
					begin
						g4En = 0;
						if (G3 == R3 && G2 == R2 && G1 == R1 && G0 == R0)
							y <= win;
						else
							y <= less;
					end
				less:
					begin
						if (G3 == R3)
						begin
							if (G2 == R2)
							begin
								if (G1 == R1)
								begin
									if (G0 < R0)
									begin
										dig1En <= o;
										dig2En <= L;
										dig3En <= Empty;
										dig4En <= Empty;
									end
									else
									begin
										dig1En <= i;
										dig2En <= H;
										dig3En <= Empty;
										dig4En <= Empty;
									end
								end
								else if (G1 < R1)
								begin
									dig1En <= o;
									dig2En <= L;
									dig3En <= Empty;
									dig4En <= Empty;
								end
								else
								begin
									dig1En <= i;
									dig2En <= H;
									dig3En <= Empty;
									dig4En <= Empty;
								end
							end
							else if (G2 < R2)
							begin
								dig1En <= o;
								dig2En <= L;
								dig3En <= Empty;
								dig4En <= Empty;
							end
							else
							begin
								dig1En <= i;
								dig2En <= H;
								dig3En <= Empty;
								dig4En <= Empty;
							end
						end
						else if (G3 < R3)
						begin
							dig1En <= o;
							dig2En <= L;
							dig3En <= Empty;
							dig4En <= Empty;
						end
						else
						begin
							dig1En <= i;
							dig2En <= H;
							dig3En <= Empty;
							dig4En <= Empty;
						end
						y <= sub;
					end
				sub:
					begin
						guesses <= guesses - 1;
						if (guesses == 0)
							y <= lose;
						else
						begin
							gclr = 1;
							y <= g1;
						end
					end
				lose:
					begin
						dig1En <= e;
						dig2En <= s;
						dig3En <= o;
						dig4En <= L;
						gclr = 0;
						y <= init;
						Ren = 1;
					end
				win:
					begin
						dig1En <= Ydisp;
						dig2En <= A;
						dig3En <= Ydisp;
						dig4En <= Empty;
						gclr = 0;
						y <= init;
						Ren = 1;
					end
				default: y <= 4'bx;
			endcase
	end
endmodule
module BCDcount(clk, En, BCD3, BCD2, BCD1, BCD0);
	input clk, En;
	output reg [3:0]BCD3, BCD2, BCD1, BCD0;
	initial begin
		BCD3 <= 0;
		BCD2 <= 0;
		BCD1 <= 0;
		BCD0 <= 0;
	end
	always @ (posedge clk)
	begin
		if (En)
		begin
			if (BCD3 == 4'b0001)
			begin
				BCD3 <= 0;
				BCD2 <= 0;
				BCD1 <= 0;
				BCD0 <= 0;
			end
			else
			begin
				if(BCD0 == 4'b1001)
				begin
					BCD0 <= 0;
					if(BCD1 == 4'b1001)
					begin
						BCD1 <= 0;
						if (BCD2 == 4'b1001)
						begin
							BCD2 <= 0;
							BCD3 <= 4'b0001;
						end
						else
							BCD2 = BCD2 + 1;
					end
					else
						BCD1 = BCD1 + 1;
				end
				else
					BCD0 = BCD0 + 1;
			end
		end
	end
endmodule
module seg7(bcd, leds, DigEn);
	input [3:0] bcd, DigEn;
	output reg [1:7] leds;
	parameter num = 4'b0000, i = 4'b0001, H = 4'b0010, o = 4'b0011, L = 4'b0100, s = 4'b0101, e = 4'b0110, Y = 4'b0111, A = 4'b1000, P = 4'b1001; 
	always @ (bcd, DigEn)
	begin
		case (DigEn)
			num:
				begin
					case(bcd)
						0: leds = 7'b0000001;
						1: leds = 7'b1001111;
						2: leds = 7'b0010010;
						3: leds = 7'b0000110;
						4: leds = 7'b1001100;
						5: leds = 7'b0100100;
						6: leds = 7'b0100000;
						7: leds = 7'b0001111;
						8: leds = 7'b0000000;
						9: leds = 7'b0000100;
						default: leds = 7'bx;
					endcase
				end
			i: leds = 7'b1001111;
			H: leds = 7'b1001000;
			o: leds = 7'b1100010;
			L: leds = 7'b1110001;
			s: leds = 7'b0100100;
			e: leds = 7'b0110000;
			Y: leds = 7'b1000100;
			A: leds = 7'b0001000;
			P: leds = 7'b0011000;
			default: leds = 7'b1111111;
		endcase
	end
endmodule 
module guessSet(Guess, En, Iter, clear);
		output reg [3:0] Guess;
		input En, Iter, clear;
		initial begin
			Guess <= 4'b0000;
		end
		always @ (posedge Iter, posedge clear)
			if (clear)
				Guess <= 4'b0000;
			else if (En)
				if (Guess == 4'b1001)
					Guess <= 4'b0000;
				else
					Guess <= Guess + 1;
endmodule 
[run.sh]
#!/bin/bash
# OpenROAD 26Q1-2900-gdf79404cd8, Yosys 0.63+post, stock flow scripts
make -C /OpenROAD-flow-scripts/flow DESIGN_CONFIG=/design/flow/config.mk WORK_HOME=/design/flow/orfs finish
[config.mk]
export PLATFORM = sky130hd
export DESIGN_NAME = GuessGame
export DESIGN_NICKNAME = GuessGame
export VERILOG_FILES = /design/flow/design.v
export SDC_FILE = /design/flow/constraint.sdc
export NUM_CORES = 4
export LEC_CHECK = 1
export CORE_UTILIZATION = 50
[constraint.sdc]
current_design GuessGame

set clk_period 2.3
set clk_io_pct 0.2

create_clock -name clk0 -period $clk_period [get_ports {Iter}]
create_clock -name clk1 -period $clk_period [get_ports {Ready}]
create_clock -name clk2 -period $clk_period [get_ports {clock}]

set non_clock_inputs [all_inputs -no_clocks]
set_input_delay [expr $clk_period * $clk_io_pct] -clock clk0 $non_clock_inputs
set_output_delay [expr $clk_period * $clk_io_pct] -clock clk0 [all_outputs]
==> job_summary.md <==
### Flow metrics

| Metric | Value |
|---|---|
| Status | `finished, final reports clean` |
| Diodes inserted | `0` |
| Die area | `8357 sq um` |
| Class of the worst hold path | `flop to asynchronous set/reset pin` |
| Cell Type Count | `52` |
| GRT Resource Usage Total | `23.68%` |
| Crit. End Element | `output pin` |
| CTS tree | `done` |
| Yosys aoi share | `16.15%` |
| Chip height | `91.42 microns` |
| Mapped cell area | `3998 sq um` |
| Starting DRT DRC Count | `117` |
| Largest net degree at the start of global routing | `19` |
| Vias in the first global route | `3211` |
| Initial Utilization | `51.73%` |
| Worst path arrival time | `1770 ps` |
| Core area | `7727 sq um` |
| Most used flip-flop cell | `edfxtp_1` |
| Sequential share of power | `28.2%` |
| Switching part of the total | `40.54%` |
| Setup crit start kind | `flop` |
| Mux frac, synth | `2.097%` |
| FFs w/ async S/R, synth | `36.67%` |
| Warning count from the yosys run | `4` |
| Slew Limit Fails | `0` |
| Share of layout cells above drive strength 1 | `21.36%` |
| Worst Skew | `6.240 ps` |
| CP Class | `flop to output pin` |
| Logic area | `2457 sq um` |
| Reg area | `1538 sq um` |
| Leakage | `2.146 nW` |
| Final Hold Violating Endpoints | `0` |
| Worst-path clk slew | `70 ps` |
| IO Pins | `32` |
| Int Pwr | `4.392 mW` |
| Area reported by Yosys stat | `3998 sq um` |
| Critical Path Max Stage Delay | `420 ps` |
| Critical path peak fanout | `4` |
| P_sw | `2.994 mW` |
| Detailed placement HPWL | `6709 microns` |
| Initial antenna violation count | `0` |
| Vias/cell | `5.470` |
| FILL cells | `607` |
| CP max stage cell | `dfrtp_1` |
| Clk pwr share | `13.1%` |
| Worst-margin pin slew | `762.9 ps` |
| Worst path required time | `1840 ps` |
| Comb power frac | `58.7%` |
| # DRC | `0` |
| Basic Gates by Area | `24.54%` |
| Final ANT Viol Nets | `0` |
| # setup viols final | `0` |
| Fin Hold WS | `473.0 ps` |
| Synth Area in XOR/XNOR | `1.972%` |
| WL per Instance | `14.37 microns` |
| Peak VDD IR | `0.6978 mV` |
| Yosys cell count | `472` |
| Total tool warning count | `46` |
| Drt first pass iters | `4` |
| PortBufs | `29` |
| Post-synth EDFFs | `21` |
| WL final | `9269 microns` |
| Core Rows | `32` |
| Gr ovfl total | `0` |
| Max Cap Viol | `0` |
| Slew HR | `49.08%` |
| Via count | `3528` |
| Syn Inst Count | `472` |
| Adder Share, Synth | `12.52%` |
| Logic family by area | `simple AND/OR/NAND/NOR gates` |
| Die X-Extent | `91.42 microns` |
| Mean Syn Cell Area | `8.469 sq um` |
| First-pass GRT wire length | `15210 microns` |
| Yosys reg bits | `60` |
| CTS sink count | `60` |
| Crit-path cells | `ha_2 -> mux2_2 -> a21oi_2 -> nand2_1 -> clkdlybuf4s50_1` |
| PD cells | `1456 nW/um^2` |
| RePlAce Congestion | `0.8535` |
| Post-synthesis sequential area ratio | `38.12%` |
| Overall Power | `7.386 mW` |
| Area growth from synthesis to layout | `26.85%` |
[critical path: cells and delay by family (launching register included)]
| family | cells | cell delay, ps |
|---|---|---|
| flops | 1 | 420 |
| buf+inv | 1 | 410 |
| mux | 1 | 270 |
| fa+ha+maj | 1 | 230 |
| compound gates | 1 | 130 |
| simple gates | 1 | 60 |
[cell type report]
class                           instances  area share [%]
Clock buffer                           15           4.096
Multi-Input combinational cell        366           48.46
Timing Repair Buffer                   71           12.29
Sequential cell                        60           30.32
Inverter                               30           2.221
Clock inverter                          1         0.09869
Tap cell                              102           2.517
[Yosys cell counts, types with 2 or more instances]
cell | instances | area (sq um)
nand3b_1 | 3 | 22.52
o211ai_1 | 14 | 105.1
buf_2 | 3 | 15.01
nor2b_1 | 10 | 62.56
xnor2_1 | 9 | 78.83
mux2i_1 | 5 | 50.05
o221ai_1 | 2 | 17.52
inv_1 | 26 | 97.59
nor3_1 | 11 | 55.05
o21ai_0 | 32 | 160.2
o21bai_1 | 2 | 15.01
o21ai_1 | 15 | 75.07
dfxtp_1 | 17 | 340.3
nand3_1 | 20 | 100.1
a22o_1 | 3 | 26.28
dfstp_2 | 2 | 52.55
inv_2 | 4 | 15.01
nand2b_1 | 8 | 50.05
mux2_2 | 3 | 33.78
nor4_4 | 2 | 42.54
and2_1 | 2 | 12.51
nand2_1 | 58 | 217.7
a31o_2 | 2 | 17.52
clkbuf_1 | 12 | 45.04
or3_1 | 5 | 31.28
nand4_1 | 5 | 31.28
nor2_1 | 67 | 251.5
edfxtp_1 | 21 | 630.6
nand4b_1 | 2 | 17.52
a21oi_1 | 22 | 110.1
o22ai_1 | 4 | 25.02
ha_1 | 40 | 500.5
nor4b_1 | 2 | 17.52
dfrtp_1 | 20 | 500.5
nor4_1 | 2 | 12.51
[per-layer routing]
layer  vias up  wire (microns)  track usage (%)
li1       1807               -                -
met1      1638            4774            38.33
met2        73            3944            34.21
met3        10             429            5.867
met4         0             121            3.439
met5         -               0                0
[cells in the final DEF (no fill, tap or decap), types with 11 or more instances in the layout]
master           count
a21oi_1             21
buf_4               39
clkbuf_8            13
clkdlybuf4s50_1     19
dfrtp_1             16
edfxtp_1            21
ha_1                31
inv_1               19
inv_2               11
nand2_1             56
nand3_1             19
nor2_1              64
o211ai_1            14
o21ai_0             28
o21ai_1             18
[power groups by stage]
stage	Sequential [mW]	Combinational, mW	Clock [mW]
CTS	2.06	4.03	0.999
global route	2.16	4.88	1.05
finish	2.08	4.33	0.967
[per-stage QoR]
stage | setup TNS, ps | std cells | area (sq um) | utilization [%] | setup WS (ps)
2_1_floorplan | 0 | 472 | 3998 | - | 385.5
3_3_place_gp | 0 | 605 | 4479 | 57.97 | 126.6
3_5_place_dp | 0 | 605 | 4479 | 57.97 | 115.6
4_1_cts | 0 | 634 | 4856 | 62.84 | 0.1947
5_1_grt | -97.75 | 645 | 5071 | 65.63 | -48.21
6_report | 0 | 645 | 5071 | 65.63 | 69.02
[registers in the layout, indices dropped and copies added, names as in the netlist, 3 cells and up]
name,flops
y,4
guesses,4
dig1En,5
guess4.Guess,4
random.BCD2,4
guess2.Guess,4
random.BCD0,4
guess1.Guess,4
dig4En,3
random.BCD1,4
dig2En,5
dig3En,4
guess3.Guess,4
[kinds of logic (layout without fill, tap and decap cells)]
group | Yosys count | in the layout
AND/OR/NAND/NOR | 203 | 203
adder cells (fa/ha/maj) | 40 | 40
AND-OR/OR-AND | 106 | 106
flip-flops | 60 | 60
XOR/XNOR | 9 | 9
multiplexers | 8 | 8
buffers and inverters | 46 | 117
[final timing paths]
| check | startpoint | to | slack (ps) | cells after the start |
|---|---|---|---|---|
| max reg2reg | random.BCD3[0]$_SDFFCE_PP0P_ | y[1]$_DFF_PP0_ | 250 | 6 |
| min in group clk1 | dig4En[1]$_DFF_P_ | dig4En[1]$_DFF_P_ | 510 | 2 |
| max in group asynchronous | Reset | y[0]$_DFF_PP1_ | 1180 | 3 |
| max | guess2.Guess[0]$_DFFE_PP0P_ | Digit1[1] | 70 | 5 |
| max in group clk2 | random.BCD0[0]$_SDFFCE_PN0P_ | random.BCD3[0]$_SDFFCE_PP0P_ | 630 | 4 |
| min reg2reg | gclr$_DFFE_PP0P_ | guess1.Guess[3]$_DFFE_PP0P_ | 470 | 1 |
| min | gclr$_DFFE_PP0P_ | guess1.Guess[3]$_DFFE_PP0P_ | 470 | 1 |
| min in group clk2 | Ren$_DFFE_PP1P_ | random.BCD0[3]$_SDFFCE_PN0P_ | 650 | 0 |
| max in group clk1 | random.BCD3[0]$_SDFFCE_PP0P_ | y[1]$_DFF_PP0_ | 250 | 6 |
| min in group clk0 | guess4.Guess[0]$_DFFE_PP0P_ | guess4.Guess[0]$_DFFE_PP0P_ | 610 | 2 |
[what timing repair did]
| action | CTS | global route |
|---|---|---|
| resized | 32 | 34 |
| buffers inserted | 13 | 11 |
| setup endpoints to repair | 16 | 22 |
| pin swaps | 7 | 9 |
| hold buffers | 0 | 0 |
Power figures rest on the tool's default switching activity, not on a simulated workload.
