===== ./run.sh =====
#!/bin/bash
# OpenROAD 26Q1-2900-gdf79404cd8, Yosys 0.63+post, stock flow scripts
make -C /OpenROAD-flow-scripts/flow DESIGN_CONFIG=/design/flow/config.mk WORK_HOME=/design/flow/orfs finish

===== ./constraint.sdc =====
current_design ternadder

set clk_period 2.8
set clk_io_pct 0.2

create_clock -name clk0 -period $clk_period

set non_clock_inputs [all_inputs -no_clocks]
set_input_delay [expr $clk_period * $clk_io_pct] -clock clk0 $non_clock_inputs
set_output_delay [expr $clk_period * $clk_io_pct] -clock clk0 [all_outputs]

===== ./design.v =====
module ternadder(Cin, x1, x0, y1, y0, x11, x10, y11, y10, s1, s0, s11, s10, C0, C1, P0, G0, P1, G1);
	input Cin, x1, x11, x0, x10, y11, y1, y10, y0;
	output s1, s0, s11, s10, C0, C1, P0, G0, P1, G1;
	pAndG stage0(x1, x0, y1, y0, P0, G0);
	pAndG stage1(x11, x10, y11, y10, P1, G1);
	assign C0 = G0 | P0 & Cin;
	assign C1 = G1 | P1 & G0 | P1 & P0 & Cin;
	assign s1 = (~Cin & ~x1 & ~x0 & y1 & ~y0) | (~Cin & ~x1 & x0 & ~y1 & y0) | (~Cin & x1 & ~x0 & ~y1 & ~y0) | (Cin & ~x1 & ~x0 & ~y1 & y0) | (Cin & ~x1 & x0 & ~y1 & ~y0) | (Cin & x1 & ~x0 & y1 & y0);
	assign s0 = (~Cin & ~x1 & ~x0 & ~y1 & y0) | (~Cin & ~x1 & x0 & ~y1 & ~y0) | (~Cin & x1 & ~x0 & y1 & ~y0) | (Cin & ~x1 & ~x0 & ~y1 & ~y0) | (Cin & ~x1 & x0 & y1 & ~y0) | (Cin & x1 & ~x0 & ~y1 & y0);
	assign s11 = (~C0 & ~x11 & ~x10 & y11 & ~y10) | (~C0 & ~x11 & x10 & ~y11 & y10) | (~C0 & x11 & ~x10 & ~y11 & ~y10) | (C0 & ~x11 & ~x10 & ~y11 & y10) | (C0 & ~x11 & x10 & ~y11 & ~y10) | (C0 & x11 & ~x10 & y11 & y10);
	assign s10 = (~C0 & ~x11 & ~x10 & ~y11 & y10) | (~C0 & ~x11 & x10 & ~y11 & ~y10) | (~C0 & x11 & ~x10 & y11 & ~y10) | (C0 & ~x11 & ~x10 & ~y11 & ~y10) | (C0 & ~x11 & x10 & y11 & ~y10) | (C0 & x11 & ~x10 & ~y11 & y10);
endmodule 
module pAndG (xin1, xin0, yin1, yin0, P, G);
	input xin1, xin0, yin1, yin0;
	output P, G;
	assign G = (~xin1 & xin0 & yin1 & ~yin0) | (xin1 & ~xin0 & ~yin1 & yin0) | (xin1 & ~xin0 & yin1 & ~yin0);
	assign P = (~xin1 & ~xin0 & yin1 & ~yin0) | (~xin1 & xin0 & ~yin1 & yin0) | (xin1 & ~xin0 & ~yin1 & ~yin0);
endmodule 

===== ./config.mk =====
export PLATFORM = sky130hd
export DESIGN_NAME = ternadder
export DESIGN_NICKNAME = ternadder
export VERILOG_FILES = /design/flow/design.v
export SDC_FILE = /design/flow/constraint.sdc
export NUM_CORES = 4
export LEC_CHECK = 1
export CORE_AREA = 10 10 70 70
export DIE_AREA = 0 0 80 80

==> run_results.csv <==
group,metric,value,unit
placed_design,detailed_place.area,741,µm²
grt,grt_start_max_net_pins,8,
run,drv.max_cap_violation_count,0,
grt,grt_first_pass_wirelength,2.41,mm
logic_synthesis,synth_stat.cells,64,
power_and_ir_drop,net_switching_component_of_the_power,0.0000491,W
power_and_ir_drop,power.leakage,0.317,nW
cells_and_area,layout-area-overhead-vs-synth,79.5,%
detailed_routing,dr_total_vias,554,
detailed_routing,finalWirelength,1.38,mm
cells_and_area,nClkBuffers,0,
cells_and_area,mostFrequentLayoutCell,"sky130_fd_sc_hd__buf_4",
grt,grt-ovfl-total,0,
floorplan,fp-row-count,21,
cells_and_area,post-route-cell-area,777,µm²
grt,antenna_found_initial,0,
final_timing,tightest_slew,0.320,ns
power_and_ir_drop,cellInternalPower,0.0000687,W
power_and_ir_drop,clock_power_share,0,%
worst_setup_path,setup.worst_path.end_class,"primary output",
logic_synthesis,post_synth_num_cell_types,32,
worst_setup_path,crit_slowest_cell,"sky130_fd_sc_hd__clkdlybuf4s50_1",
cells_and_area,lay_top_cells,"16 x sky130_fd_sc_hd__buf_4, 12 x sky130_fd_sc_hd__clkdlybuf4s50_1, 5 x sky130_fd_sc_hd__xnor2_1, 5 x sky130_fd_sc_hd__nor2_1, 4 x sky130_fd_sc_hd__clkbuf_2",
final_timing,timing.fmax,0.373,GHz
cells_and_area,seq_cell_count,0,
floorplan,die_w,80,µm
worst_setup_path,cp_max_fo,5,
final_timing,period_minus_slack,2.68,ns
status,status,"completed",
floorplan,die.size.y,80,µm
grt,globalRouteTotalUtil,4.29,%
worst_setup_path,critical_path_s_largest_stage_delay,0.46,ns
run,warnings,34,
floorplan,core_area,3420,µm²
power_and_ir_drop,power.ir.vdd_worst,0.0622,mV
cells_and_area,drive_above_1_share,35.9,%
grt,first_global_vias,553,
floorplan,initCoreUtil,12.7,%
detailed_routing,via_per_inst,4.01,
logic_synthesis,postSynthCellCount,64,
detailed_routing,drcViolationCount,0,
detailed_routing,ant_nets,0,
power_and_ir_drop,switching_share,41.7,%
hold_path,min-delay-path-class,"primary input to primary output",
power_and_ir_drop,power.density,152,nW/µm²
logic_synthesis,yosys_warning_count,0,
worst_setup_path,timing_worst_setup_path_type,"primary input to primary output",
hold_path,holdPathStages,4,
logic_synthesis,synth_sequential_area_ratio,0,%
placed_design,place_congestion,0.814,
cells_and_area,multi_input_comb_area,418,µm²
worst_setup_path,critPathArrivalTime,2.12,ns
detailed_routing,wire_per_inst,10.0,µm
placed_design,place.port_buffers,19,
placed_design,pre_cts_slack,-0.285,ns
floorplan,io-pin-count,19,
worst_setup_path,critPathLaunchType,"primary input",
power_and_ir_drop,power.sequential.fraction,0,%
final_timing,grt_setup_unrepaired,"true",
logic_synthesis,mappedNetlistArea,433,µm²
worst_setup_path,crit_top_cell,"sky130_fd_sc_hd__clkdlybuf4s50_1",
final_timing,report.final.slew_viol_count,0,
floorplan,chip_area,6400,µm²
cells_and_area,fill_cells,379,
logic_synthesis,avgSynthCellArea,6.76,µm²
logic_synthesis,synth.yosys.chip_area,433,µm²
final_timing,timing.slew.headroom,78.6,%
final_timing,finalCritPeriodShare,95.8,%
placed_design,place.detailed.hpwl,1.11,mm
final_timing,finalHoldViolations,0,
final_timing,final-setup-viol-count,0,
worst_setup_path,cp_data_required_time,2.24,ns
detailed_routing,drtPass1Iterations,4,
worst_setup_path,path_cells,"clkdlybuf4s50_1 -> buf_4 -> o32ai_1 -> a21o_1 -> clkdlybuf4s50_1",
detailed_routing,detail_route.iter0.violations,13,
final_timing,setup_slack,0.119,ns
power_and_ir_drop,combinational_cell_fraction_of_total_power,100.0,%
cells_and_area,regArea,0,µm²
detailed_routing,detail_route.antenna_diodes,0,
==> critical path: cells and delay by family <==
kind	cells	cell delay, ns
buf+inv	3	1.06
compound gates	2	0.50
==> stage by stage <==
stage	hold slack (ns)	instances	TNS, ns	util [%]	total power, W
6_report	1.87	138	0	22.7	0.000118
5_1_grt	1.91	138	-0.00245	22.7	0.000130
4_1_cts	2.01	137	-0.000228	22.4	0.000115
3_5_place_dp	2.27	136	-0.995	21.7	0.000111
3_3_place_gp	2.26	136	-1.08	21.7	0.000111
2_1_floorplan	1.15	64	0	-	0.0000554
==> power groups by stage <==
stage         registers (W)  clock network (W)  logic, W
CTS                       0                  0  0.000115
global route              0                  0  0.000130
finish                    0                  0  0.000118
==> final timing paths <==
| kind | from | slack (ns) | endpoint |
|---|---|---|---|
| setup / recovery | y10 | 0.12 | C1 |
| hold / removal | y1 | 1.87 | G0 |
==> kinds of logic (layout without fill, tap and decap cells) <==
| kind of cell | after synthesis | in the layout | share of synthesized area (%) |
|---|---|---|---|
| and+or+nand+nor | 26 | 26 | 34.4 |
| AOI/OAI and AO/OA | 20 | 20 | 35.8 |
| buffers and inverters | 10 | 38 | 13.0 |
| xor gates and xnor gates | 6 | 6 | 12.1 |
| muxes | 2 | 2 | 4.62 |
==> Yosys cell counts (all sizes together) (2+ instances only) <==
cell | count | area share, %
nor2 | 7 | 6.6
buf | 6 | 9.5
a21oi | 5 | 6.6
nand2b | 5 | 8.4
o32ai | 5 | 14
xnor2 | 5 | 10
a21o | 4 | 7.5
inv | 3 | 2.6
nand2 | 3 | 2.6
o21ai | 3 | 3.5
mux2i | 2 | 4.6
nand3 | 2 | 2.3
nor3 | 2 | 2.3
nor3b | 2 | 3.5
==> layout make-up <==
cell class / count / share of cell area [%]
inverters: 3 / 1.45
well taps: 46 / 7.41
repair buffers: 35 / 37.4
multi-input cells: 54 / 53.8
==> layer usage <==
layer  global-route usage (%)  wire length [µm]  up-vias
li1                         -                 -      287
met1                     6.20               689      249
met2                     5.94               533       18
met3                     1.93               157        0
met4                    0.176                 0        0
met5                        0                 0        -
==> timing repair <==
action / 4_1_cts / 5_1_grt
hold buffers: 0 / 0
pin swaps: 3 / 1
setup endpoints to repair: 7 / 3
buffers inserted: 1 / 1
resized: 11 / 12
No activity file was given, so power comes from the tool's default toggle rates.
