[design/flow/design.v]
module ReactionTimer(Clock, Start, Reset, LEDn, Digit1, Digit2, Digit3);
	input Clock, Start, Reset;
	wire c100;
	output wire LEDn;
	output wire[1:7] Digit1, Digit2, Digit3;
	wire [0:6] lfsrOut;
	wire [3:0] BD0, BD1, BD2;
	wire [18:0] Q;
	wire [6:0] downOut;
	reg LED;
	always @ (posedge Clock)
	begin
		if (!Reset || !Start)
			LED <= 0;
		else if (downOut == 0 && Start)
		begin
			LED <= 1;
		end
	end
	assign LEDn = LED;
	clockAdjust lowerFreq(Clock, 1, Q, c100);
	lfsr randomizer(Start, lfsrOut, Clock);
	downCount downcounter(downOut, c100, Start, lfsrOut);
	BCDCount bcdcounter(c100, !Reset, LED, BD2, BD1, BD0);
	sevenSeg seg2(BD2, Digit3);
	sevenSeg seg1(BD1, Digit2);
	sevenSeg seg0(BD0, Digit1);
endmodule
module lfsr(En, OUT, clklf);
	input En, clklf;
	output reg [0:6] OUT;
	initial
	begin
		OUT <= 7'b0110010;
	end
	always @(posedge clklf)
		if (!En)
		begin
			OUT <= {OUT[6] ^ OUT[5], OUT[0], OUT[1], OUT[2], OUT[3], OUT[4], OUT[5]};
		end
endmodule
module downCount(outp, clk, load, R);
	input clk, load;
	input [6:0] R;
	output reg [6:0] outp;
	always @ (posedge clk)
		if (!load)
		begin
			outp <= R;
		end
		else if (outp != 7'b000000)
		begin
			outp <= outp - 1;
		end
endmodule
module BCDCount(ck, clear, E, BCD2, BCD1, BCD0);
	input ck, clear, E;
	output reg [3:0] BCD2, BCD1, BCD0;
	always @ (posedge ck)
	begin 
		if (clear)
		begin
			BCD2 <= 0;
			BCD1 <= 0;
			BCD0 <= 0;
		end
		else if (E)
			if (BCD0 == 4'b1001)
			begin
				BCD0 <= 0;
				if (BCD1 == 4'b1001)
				begin
					BCD1 <= 0;
					if (BCD2 == 4'b1001)
					begin
						BCD2 <= 0;
					end
					else
						BCD2 <= BCD2 + 1;
				end
				else
					BCD1 <= BCD1 + 1;
			end
			else
				BCD0 <= BCD0 + 1;
	end
endmodule
module sevenSeg(bcd, leds);
	input [3:0] bcd;
	output reg [1:7] leds;
	always @ (bcd)
	begin
		case (bcd)
			0: leds = 7'b1111110;
			1: leds = 7'b0110000;
			2: leds = 7'b1101101;
			3: leds = 7'b1111001;
			4: leds = 7'b0110011;
			5: leds = 7'b1011011;
			6: leds = 7'b1011111;
			7: leds = 7'b1110000;
			8: leds = 7'b1111111;
			9: leds = 7'b1111011;
			default: leds = 7'bx;
		endcase
		leds = ~leds;
	end
endmodule
module clockAdjust(Cl, E, Q, clockout);
	parameter n = 19;
	input Cl, E;
	output reg [n-1:0] Q;
	output reg clockout;
	initial
	begin
		Q <= 0;
		clockout = 0;
	end
	always @ (posedge Cl)
		if (E)
		begin
			Q <= Q + 1;
			clockout = Q[18];
		end
endmodule
[design/flow/run.sh]
#!/bin/bash
# OpenROAD 26Q1-2900-gdf79404cd8, Yosys 0.63+post, stock flow scripts
make -C /OpenROAD-flow-scripts/flow DESIGN_CONFIG=/design/flow/config.mk WORK_HOME=/design/flow/orfs finish
[design/flow/config.mk]
export PLATFORM = sky130hd
export DESIGN_NAME = ReactionTimer
export DESIGN_NICKNAME = ReactionTimer
export VERILOG_FILES = /design/flow/design.v
export SDC_FILE = /design/flow/constraint.sdc
export NUM_CORES = 4
export LEC_CHECK = 1
export CORE_UTILIZATION = 30
[design/flow/constraint.sdc]
current_design ReactionTimer

set clk_period 4.6
set clk_io_pct 0.2

create_clock -name clk0 -period $clk_period [get_ports {Clock}]

set non_clock_inputs [all_inputs -no_clocks]
set_input_delay [expr $clk_period * $clk_io_pct] -clock clk0 $non_clock_inputs
set_output_delay [expr $clk_period * $clk_io_pct] -clock clk0 [all_outputs]
==> impl_metrics.csv <==
group,metric,value,unit
status,status,"completed",
critical_path,crit_buf_inv,1,
yosys,ff_type,"dfxtp_1",
detailed_routing,drc,0,
critical_path,worstSetupStartpointType,"register",
global_route,grt_overflow,0,
detailed_routing,drtIter0Drc,50,
detailed_routing,wire_per_inst,9.10,um
timing,slew_headroom,66.4,%
final_layout,mostFrequentLayoutCell,"dfxtp_1",
yosys,synth_cells,300,
cts,clockRootBuffer,"clkbuf_8",
timing,tightest_slew,499,ps
critical_path,cp.depth,1,
cts,cts_buffers,3,
yosys,synth-edff-count,14,
global_route,track_usage,8.68,%
yosys,synth-async-reset-ratio,0,%
floorplan,num_rows,36,
global_route,grt_pass1_vias,1781,
global_route,grt_pass1_wl,7490,um
worst_hold_path,hold_depth,0,
yosys,synth_seq_share,48.8,%
final_layout,final_cell_mix,"dfxtp_1 (54), inv_1 (41), ha_1 (24), clkdlybuf4s50_1 (24), nand2_1 (23)",
job,maxCapViolCount,0,
yosys,yosysWarnings,7,
final_layout,synthToLayoutAreaGrowth,15.1,%
detailed_routing,dr.pass1.iters,3,
timing,min_period,2240,ps
detailed_routing,via_per_inst,4.33,
critical_path,setup.worst_path.class,"reg -> out",
global_route,met1_usage,12.3,%
final_layout,drive_above_1_share,8.28,%
cts,clock_latency,270,ps
critical_path,cp_max_fo,7,
timing,fin_skew,1.16,ps
cts,cts_setup_buffers,0,
global_route,met3_usage,1.57,%
global_route,met2_usage,14.8,%
global_route,top_usage_layer,"met2",
yosys,ys_cells,300,
yosys,syn_area,3080,sq um
detailed_routing,antennaDiodeCount,0,
job,openroad.warnings,41,
cts,cts_tree,"done",
floorplan,die_area,10700,sq um
detailed_routing,wirelength,4180,um
detailed_routing,ant_nets,0,
floorplan,ioPinCount,25,
global_route,grt_max_degree,41,
power_and_ir_drop,total_power,0.459,mW
critical_path,crit_required,3680,ps
floorplan,die_width,103,um
timing,unclocked_regs,40,
timing,unconstrained_endpoints,68,
critical_path,cpPeakStageDelay,530,ps
floorplan,core_util_floorplan,31.2,%
floorplan,core_area,9860,sq um
critical_path,reg2reg_depth,5,
power_and_ir_drop,power_density,129,nW/um^2
timing,rsz0062_at_grt,"false",
critical_path,path_delay_family,"buffers and inverters",
timing,drv_slew,0,
placement,place_congestion,0.774,
cts,h-tree-depth,1,
critical_path,arrival,1320,ps
yosys,syn_avg_cell_area,10.3,sq um
timing,fmax,446,MHz
power_and_ir_drop,max-vdd-ir-drop,0.198,mV
cts,cts_hold_buf,0,
critical_path,worst_path_max_delay_cell,"clkdlybuf4s50_1",
power_and_ir_drop,p_leak,1.50,nW
placement,io_buffers,24,
detailed_routing,dr_total_vias,1989,
timing,hold_viol_final,0,
timing,tns,0,ps
timing,fin_crit_sh,48.7,%
cts,clockBufferDepth,2,
timing,setup_viol,0,
placement,hpwlAfterDp,3220,um
floorplan,fp.dieH,103,um
yosys,ys_ff,68,
critical_path,worstPathCellList,"clkdlybuf4s50_1",
global_route,antenna_found_initial,0,
critical_path,endpoint_kind,"output pin",
cts,postCtsResizedCells,0,
yosys,ys_area,3080,sq um
yosys,ys_types,52,
worst_hold_path,min_path_type,"reg -> reg",
cts,clk_pin_slew_worst_paths,90,ps
[layer usage]
metal / share of wire, % / vias to the layer above
li1: - / 1055
met1: 49 / 900
met2: 47 / 30
met3: 3.3 / 4
met4: 0.57 / 0
met5: 0 / -
[worst paths after layout]
check,start,endpoint,slack (ps)
worst max-delay path,LED$_SDFFE_PP0P_,LEDn,2360
worst min-delay path,lowerFreq.Q[18]$_DFF_P_,lowerFreq.clockout$_DFF_P_,370
worst max register to register,lowerFreq.Q[0]$_DFF_P_,lowerFreq.Q[18]$_DFF_P_,2930
worst min register to register,lowerFreq.Q[18]$_DFF_P_,lowerFreq.clockout$_DFF_P_,370
[final cells by class]
type | count | area, sq um
tap | 133 | 166
clock inverter | 1 | 30.0
multi-input combinational | 186 | 1400
timing repair buffer | 25 | 248
inverter | 43 | 161
fill | 963 | 6320
sequential | 68 | 1500
clock buffer | 3 | 41.3
[metrics by stage]
| stage | cells | hold slack, ps | instance area [sq um] | util, % | setup WS (ps) |
|---|---|---|---|---|---|
| after floorplan | 300 | 350 | 3080 | - | 3040 |
| after global placement | 455 | 359 | 3470 | 35.2 | 2200 |
| after detailed placement | 455 | 360 | 3470 | 35.2 | 2150 |
| after CTS | 459 | 373 | 3540 | 35.9 | 2350 |
| after global routing | 459 | 385 | 3540 | 35.9 | 2310 |
| final | 459 | 368 | 3540 | 35.9 | 2360 |
[worst register-to-register path: stages (launching register included)]
cell,delay [ps]
dfxtp_1,400
ha_1,210
nand3_1,170
nor3_1,480
nand3_1,160
xnor2_1,150
[cells by family (layout without fill, tap and decap cells)]
| group | Yosys count | after routing | share of synthesized area [%] |
|---|---|---|---|
| xor gates and xnor gates | 25 | 25 | 7.11 |
| buffers and inverters | 46 | 72 | 5.89 |
| muxes | 10 | 10 | 3.62 |
| adders and majority gates | 24 | 24 | 9.75 |
| AOI/OAI and AO/OA | 32 | 32 | 8.21 |
| and+or+nand+nor | 95 | 95 | 16.7 |
| DFF | 68 | 68 | 48.8 |
[where the power goes]
group / internal (mW) / total (mW) / switching, mW
Sequential: 0.258 / 0.260 / 0.00211
Combinational: 0.00428 / 0.0119 / 0.00766
Clock: 0.116 / 0.187 / 0.0704
Total: 0.378 / 0.459 / 0.0801
[cell usage after synthesis, drive strengths merged, types with 4 or more instances]
library cell   n  share of area (%)
dfxtp         54                 35
mux2           9                3.3
nor3           6               0.98
and3           4               0.85
edfxtp        14                 14
ha            24                9.8
inv           42                5.1
nor2          21                2.6
nand4          5                1.0
xor2           7                2.0
and2           5                1.1
o21ai          5                1.2
o211ai         4                1.1
nand2         24                3.0
xnor2         18                5.1
nand3         11                1.8
a21oi         10                2.1
Power is estimated from default activity; no workload was simulated.
